## /design/flow/config.mk

```make
export PLATFORM = sky130hd
export DESIGN_NAME = pr_EX_MEM
export DESIGN_NICKNAME = pr_EX_MEM
export VERILOG_FILES = /design/flow/design.v
export SDC_FILE = /design/flow/constraint.sdc
export NUM_CORES = 4
export LEC_CHECK = 1
export CORE_AREA = 10 10 181 181
export DIE_AREA = 0 0 191 191
```

## /design/flow/constraint.sdc

```tcl
current_design pr_EX_MEM

set clk_period 1.0
set clk_io_pct 0.2

create_clock -name clk0 -period $clk_period [get_ports {clk}]

set non_clock_inputs [all_inputs -no_clocks]
set_input_delay [expr $clk_period * $clk_io_pct] -clock clk0 $non_clock_inputs
set_output_delay [expr $clk_period * $clk_io_pct] -clock clk0 [all_outputs]
```

## /design/flow/design.v

```verilog
`timescale 1ns / 1ps
module pr_EX_MEM(
    input clk,
    input rst_n,
    input wire EX_dram_we,
    input wire [31:0] EX_aluc,
    input wire [31:0] EX_rd2,
    input wire [1:0] EX_wb_sel,
    input wire EX_rf_we,
    input wire [4:0] EX_waddr,
    output reg MEM_dram_we,
    output reg [31:0] MEM_aluc,
    output reg [31:0] MEM_rd2,
    output reg [1:0] MEM_wb_sel,
    output reg MEM_rf_we,
    output reg [4:0] MEM_waddr,
    input wire [31:0] EX_pc,
    input wire [31:0] EX_pc4,
    input wire [31:0] EX_imm,
    output reg [31:0] MEM_pc,
    output reg [31:0] MEM_pc4,
    output reg [31:0] MEM_imm
    );
always @ (posedge clk or posedge rst_n) begin
    if(rst_n) MEM_pc <= 32'b0;
    else MEM_pc <= EX_pc;
end
always @ (posedge clk or posedge rst_n) begin
    if( rst_n) MEM_pc4 <= 32'b0;
    else MEM_pc4 <= EX_pc4;
end
always @ (posedge clk or posedge rst_n) begin
    if( rst_n) MEM_imm <= 32'b0;
    else MEM_imm <= EX_imm;
end
always @ (posedge clk or posedge rst_n) begin
    if( rst_n) MEM_dram_we <= 1'b0;
    else MEM_dram_we <= EX_dram_we;
end
always @ (posedge clk or posedge rst_n) begin
    if( rst_n) MEM_aluc <= 32'b0;
    else MEM_aluc <= EX_aluc;
end
always @ (posedge clk or posedge rst_n) begin
    if( rst_n) MEM_rd2 <= 32'b0;
    else MEM_rd2 <= EX_rd2;
end
always @ (posedge clk or posedge rst_n) begin
    if( rst_n) MEM_wb_sel <= 2'b0;
    else MEM_wb_sel <= EX_wb_sel;
end
always @ (posedge clk or posedge rst_n) begin
    if( rst_n) MEM_rf_we <= 1'b0;
    else MEM_rf_we <= EX_rf_we;
end
always @ (posedge clk or posedge rst_n) begin
    if( rst_n) MEM_waddr <= 5'b0;
    else MEM_waddr <= EX_waddr;
end
endmodule
```

## /design/flow/run.sh

```bash
#!/bin/bash
# OpenROAD 26Q1-2900-gdf79404cd8, Yosys 0.63+post, stock flow scripts
make -C /OpenROAD-flow-scripts/flow DESIGN_CONFIG=/design/flow/config.mk WORK_HOME=/design/flow/orfs finish
```

==> flow_summary.ini <==
; implementation run metrics
[pwr]
powerDensity_nw_per_um2 = 1793
power_leakage_nw = 3.692
vdd_drop_max_mv = 0.8613
power.total_mw = 14.44

[clock_tree]
cts_tree = yes
post_cts_resized = 522
clkSinkCount = 169
post_cts_buffers = 0
root_buffer = clkbuf_16
clk_pin_slew_ns = 0.07
numCtsBuffers = 17
cts.path.max_buffers = 2
cts-hold-fix-buffers = 0
cts_max_level = 4

[synth]
ys_cells = 170
ys_area_um2 = 4233
synth-simple-area-share_pct = 0
ys_sh_aoi_pct = 0
area_leaders = dfrtp_1 100%, inv_1 0.089%
mux_share_pct = 0
syn_area_um2 = 4233
avgSynthCellArea_um2 = 24.90
yosysWarnings = 1
ys.flops = 169
top_area_share_pct = 99.91
syn-instance-count = 170
seq_area_frac_synth_pct = 99.91
yosysTopAreaCell = dfrtp_1
top_logic_kind = buffers and inverters
xor_share_pct = 0
ys_sh_adder_pct = 0
synth.distinct_cells = 2

[die]
core-area_um2 = 28780
row_count = 62
die_w_um = 191
dieArea_um2 = 36480
die_h_um = 191
fp_util_pct = 14.71
io_pins = 340

[grt]
grt_usage_pct = 6.991
grt_max_degree = 28
grt_pass1_wl_um = 19750
grt_remaining_overflow = 0
grt_antenna_before_repair = 0
grt_pass1_vias = 3253

[sta]
period_used_pct = 109.3
finalHoldViolCount = 0
worst_slew_pin_slew_ns = 0.1757
setup_viol = 169
relSlewSlack_pct = 88.29
rsz0062_at_grt = yes
post-route-min-period_ns = 1.093
setup_ws_ns = -0.09286
max_freq_ghz = 0.9150
drv_slew = 0

[place]
place_area_um2 = 8361
pre_cts_ws_ns = -0.007749
place.gp.congestion = 0.7578
dp_hpwl_um = 10640
port-buffer-count = 339

[critical_path]
critical_path.top_delay_family = flip-flops
setup.worst_path.start = MEM_aluc[21]
cp-end-kind = output port
slowest_stage = dfrtp_1
path_buffers = 1
cp_max_fo = 1
path_depth = 1
path_cells = buf_2
crit_type = register to output port
cp.required_ns = 0.80
startpoint_type = register
critical-path-max-stage-delay_ns = 0.36
crit_end = MEM_aluc[21]
cp.arrival_ns = 0.89

[drt]
wl_per_cell_um = 14.00
routed_wirelength_um = 13290
drtIter0Drc = 62
drc = 0
first_pass_iters = 2
antenna-diode-count = 0
vias = 2811
avgViaCountPerCell = 2.962
ant_nets = 0

[layout]
area_growth_pct = 90.22
fin_area_um2 = 8051
combGateArea_um2 = 0
multi_input_comb_cells = 0
fillCellCount = 2932
register_area_um2 = 4229
drive_above_1_share_pct = 39.82

[worst_hold_path]
min_path_type = input port to asynchronous set/reset pin

[status]
violations = setup timing
status = finished with violations

[flow_run]
max-cap-violations = 0
warning_count = 28
==> cell type report <==
| type | instances | share of cell area, % |
|---|---|---|
| clock inverter | 12 | 1.166 |
| timing repair buffer | 364 | 34.75 |
| inverter | 1 | 0.09324 |
| tap | 384 | 5.967 |
| clock buffer | 19 | 5.501 |
| sequential | 169 | 52.53 |
==> per-layer routing <==
layer  part of all wire [%]  global-route usage, %
met4                    1.4                  1.060
met2                     44                  10.33
met5                      0                      0
met1                     39                  8.401
met3                     16                  4.891
==> where the power goes <==
group	switching [mW]	leakage [nW]	internal, mW
registers	0.0693	1.97	7.18
clock network	2.74	0.250	3.26
logic	0.307	1.47	0.880
==> cells in the mapped netlist <==
cell type	n
inv_1	1
dfrtp_1	169
==> worst min path at each step <==
stage,startpoint,endpoint,slack (ns),cells past startpoint
finish,rst_n,MEM_pc[4],0.19,3
global route,EX_pc[12],MEM_pc[12],0.18,1
CTS,rst_n,MEM_pc[4],0.18,3
==> stage by stage <==
step	instances	TNS, ns	hold WS, ns	util [%]
5_1_grt	949	-22.86	0.1797	27.98
4_1_cts	949	-19.42	0.1758	27.98
3_5_place_dp	918	-0.01630	0.6350	29.05
3_3_place_gp	918	-0.02240	0.6354	29.05
2_1_floorplan	170	-228.95	0.2314	-
6_report	949	-12.48	0.1940	27.98
==> state kept, by name, summed over array words and instances, names as in the netlist <==
register and cells:
MEM_aluc 32, MEM_dram_we 1, MEM_imm 32, MEM_pc 32
MEM_pc4 32, MEM_rd2 32, MEM_rf_we 1, MEM_waddr 5
MEM_wb_sel 2
==> cells by family after synthesis <==
family,count (synthesis)
buf+inv,1
flops,169
==> placed cells by master, fill, tap and decap left out <==
cell and n:
clkdlybuf4s50_1 170, dfrtp_1 169, buf_2 169, buf_4 20, clkbuf_16 17, clkinvlp_4 6, buf_12 5, inv_6 2
clkinv_4 2, clkinv_2 2, clkbuf_8 1, inv_8 1, clkbuf_1 1
No activity file was given, so power comes from the tool's default toggle rates.
